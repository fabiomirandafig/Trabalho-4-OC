===== design/flow/design.v =====
module count59(input clk, input rst, input ud, output [5:0] Count, output loop);
reg [5:0] Count;
  always @ (posedge clk or negedge rst)
    begin
      if (~rst)
        Count <= 0;    
      else if ( Count == 59 & ud )
        Count <= 0;
      else if ( Count == 00 & ~ud )
        Count <= 59;
      else if(ud)
        Count <= Count + 1;   
      else
        Count <= Count - 1;
    end
assign loop = (Count == 59)&ud | (Count==0)&~ud;
endmodule
module count23(input clk, input rst, input ud, output [4:0] Count);
reg [4:0] Count;
  always @ (posedge clk or negedge rst)
begin
  if (~rst)
    Count <= 0;    
  else if ( Count == 23 && ud )
    Count <= 0;
  else if ( Count == 0 && ~ud )
    Count <= 23;
  else if(ud)
    Count <= Count + 1;   
  else if(~ud)
    Count <= Count - 1;   
end
endmodule
module modo_pulsar(input clk, reset, modo,
  output[2:0] modoatual);
  reg[3:0] state;
  always @(posedge clk or negedge reset)
    begin
      if(reset==0)
        state=4'd0;  
      else
        case(state)
          4'd0:
            if(modo==1'b1) state = 4'd1;
          4'd1:
            if(modo==1'b0) state = 4'd2;
          4'd2:
            if(modo==1'b1) state = 4'd3;
          4'd3:
            if(modo==1'b0) state = 4'd4;
          4'd4:
            if(modo==1'b1) state = 4'd5;
          4'd5:
            if(modo==1'b0) state = 4'd6;
          4'd6:
            if(modo==1'b1) state = 4'd7;
          4'd7:
            if(modo==1'b0) state = 4'd8;
          4'd8:
            if(modo==1'b1) state = 4'd9;
          4'd9:
            if(modo==1'b0) state = 4'd10;
          4'd10:
            if(modo==1'b1) state = 4'd11;
          4'd11:
            if(modo==1'b0) state = 4'd0;
        endcase
    end
    assign modoatual = (state==4'd0 || state==4'd1) ? 3'd0  
                      :(state==4'd2 || state==4'd3) ? 3'd1  
                      :(state==4'd4 || state==4'd5) ? 3'd2  
                      :(state==4'd6 || state==4'd7) ? 3'd3  
                      :(state==4'd8 || state==4'd9) ? 3'd4  
                      :(state==4'd10 || state==4'd11) ? 3'd5 : 3'd0;  
endmodule
module relogio(input clk,rst,modo,mais,menos,
  output[5:0] h,m,s,
  output alarmeon, som);
  wire outs,outs1,
       routs,routs1,
       aouts,aouts1;
  wire enable,nr;
  wire [5:0] hc,mc,sc,
             hr,mr,sr,
             ha,ma,sa;
  reg alarmeligado = 1'b0;
  assign enable = (menos) & clk;
  assign nr = res & zera;
  assign alarmeon = 1'b0;
  assign som = 1'b0;
  assign alarmeligado = 1'b0;
  assign alarmeon = alarmeligado;
  wire[2:0] modoatual;  
  modo_pulsar stm(clk,rst,modo,modoatual);
  count59 seg(enable,nr,1'b1,sc,outs);
  count59 min(~outs,nr,1'b1,mc,outs1);
  count23 hor(~outsl,nr,1'b1,hc);
  count59 aseg(enable,rst,1'b1,sa,aouts);
  count59 amin(~aouts,rst,1'b1,ma,aouts1);
  count23 ahor(~aoutsl,rst,1'b1,ha);
  wire rclkhora,rclkminuto,rclkseg;
  assign rclkhora = (modoatual==3'd4) ? mais | menos : ~routsl;
  assign rclkminuto = (modoatual==3'd5) ? mais | menos : ~routs;
  assign rclkseg = (modoatual==3'd4 || modoatual==3'd5) ? 1'b0 : clk;  
  assign rud = ((modoatual==3'd4 || modoatual==3'd5) & menos) ? 1'b0 : 1'b1;
  count59 rseg(rclkseg,rst,rud,sr,routs);
  count59 rmin(rclkminuto,rst,rud,mr,routsl);
  count23 rhora(rclkhora,rst,rud,hr);
  always @(posedge mais)
    begin
      case(modoatual)
        3'd0:  
          alarmeligado = ~alarmeligado;
      endcase
    end
  assign h = (modoatual==3'd0 || modoatual==3'd4 || modoatual==3'd5) ? hr
                : (modoatual==3'd1 || modoatual==3'd2) ? ha
                : hr;
  assign m = (modoatual==3'd0 || modoatual==3'd4 || modoatual==3'd5) ? mr
                : (modoatual==3'd1 || modoatual==3'd2) ? ma
                : mr;
  assign s = (modoatual==3'd0 || modoatual==3'd4 || modoatual==3'd5) ? sr
                : (modoatual==3'd1 || modoatual==3'd2) ? sa
                : sr;
endmodule
module top(input clk,rst,modo,mais,menos,
  output[5:0]h,m,s,
  output alarmeon,som);
  relogio C(clk,rst,modo,mais,menos,h,m,s,alarmeon, som);
endmodule

===== design/flow/run.sh =====
#!/bin/bash
# OpenROAD 26Q1-2900-gdf79404cd8, Yosys 0.63+post, stock flow scripts
make -C /OpenROAD-flow-scripts/flow DESIGN_CONFIG=/design/flow/config.mk WORK_HOME=/design/flow/orfs finish

===== design/flow/config.mk =====
export PLATFORM = sky130hd
export DESIGN_NAME = top
export DESIGN_NICKNAME = top
export VERILOG_FILES = /design/flow/design.v
export SDC_FILE = /design/flow/constraint.sdc
export NUM_CORES = 4
export LEC_CHECK = 1
export CORE_UTILIZATION = 40

===== design/flow/constraint.sdc =====
current_design top

set clk_period 6.9
set clk_io_pct 0.2

create_clock -name clk0 -period $clk_period [get_ports {clk}]

set non_clock_inputs [all_inputs -no_clocks]
set_input_delay [expr $clk_period * $clk_io_pct] -clock clk0 $non_clock_inputs
set_output_delay [expr $clk_period * $clk_io_pct] -clock clk0 [all_outputs]

==> run summary <==
yosys + openroad results -> status finished clean, setup tns final 0 ns, biggest area cells dfrtp_1 (41%), nor2_1 (4.6%), o21ai_0 (3.7%), DRT Wirelength about 5300 um, most used cell, CP dlygate4sd3_1, Worst EP arrival between 5 and 6 ns, Final Core Density approximately 50%, Die Y-Extent about 80 um, # IOs 25, global route overflow 0, Cell Type Count 53, Worst Setup Start Kind primary input, first-pass GRT wire length 8910 um, Max Cap Violations 0, origin of the critical flop-to-flop path C.stm.state[11], internal reg-to-reg setup slack approximately 3.2 ns, dominant logic cell types in the final layout dfrtp_1 (40), nor2_1 (30), nand2_1 (20), clkdlybuf4s50_1 (20), o21ai_0 (18), Clk Latency, worst-skew pair between 0.6 and 0.7 ns, pwr/cell area between 200 and 250 nW/um2, Area Growth Syn to Fin 24.2%, HPWL after detailed placement approximately 3400 um, Top cell area share between 40 and 50%, Vias approximately 2100, Init Core Util 41.2%, Main synth FF type dfrtp_1, RSZ-0062 raised after global routing no, non-filler cells in the finished layout ~380, TritonCTS clock tree built, Max Slew Vio Count 0, total power ~0.00063 W, Top cell excl fill/tap dfrtp_1, register pins left without a clock 17, r2r endpoint C.rseg.Count[4], Levels on crit path 12, period utilisation layout between 70% and 80%, Crit Path Max Fanout 15, Yosys chip area approximately 2400 um2, Layout fillers 537, number of global-route vias before repair between 1500 and 2000, type of destination of the critical path flip-flop, worst hold stages 6, HP Class flip-flop to clock gate, hold_sp C.stm.state[1], Async S/R FF share, synth approximately 100%, Max VDD drop 0.142 mV, Avg Vias per Cell approximately 5.5, Setup Skew approximately 0.085 ns, DR pass1 iterations 4, min Tclk post-route 5.27 ns, PortBufs 21, Post-Synthesis Cells around 270, initial antenna violation count 0, Pleak approximately 1.2 nW, R2R depth 9, Total GRT Usage ~18%, area used by multi-input combinational logic 1290 um2, number of gates resized after CTS 0, full die area about 6400 um2, number of diodes 0, cell count listed in synth_stat.txt roughly 270, Netlist Area Pre-Place 2430 um2, FMAX 190 MHz, Seq share, synth about 42%, number of synthesized register bits between 40 and 50, CP peak stage delay around 0.73 ns, share of layout cells above drive strength 1 between 10 and 15%, DRC 0, count of tool warnings 25, Slew headroom between 50 and 60%, EDFF count, synth 0, placed cells roughly 350, final antenna-violating net count 0, wire per inst ~14 um, CTS clk-pin slew, worst paths 0.05 ns, largest net degree at the start of global routing approximately 42, Buf/Inv on CP 4, post-synth top area cell dfrtp_1, Critical Path RT 7.43 ns, critical setup path kind primary input to flip-flop, syn_area_per_cell a little under 9 um2, CP cell instances dlygate4sd3_1 -> dlygate4sd3_1 -> dlygate4sd3_1 -> clkdlybuf4s50_1 -> nand2b_1 -> or4_1 -> xnor2_1 -> ha_1 -> or4_1 -> mux2i_1 -> nor3_1 -> a221oi_1, delay-heaviest family, CP buffers and inverters, Core Footprint 5890 um2, endpoints left unconstrained 17, Syn. warnings 15, Final setup viols 0, storage element area slightly above 1000 um2, Rows 28, RePlAce Congestion a little over 0.8, CP max-delay cell or4_1, Die W 79.9 um, final hold viol count 0, Worst-Margin Slew between 0.7 and 0.8 ns, number of DRC markers in iteration 0 90
[power by group]
part / switching [W] / total (W) / internal [W]
Combinational: 0.0000886 / 0.000208 / 0.000119
Clock: 0.0000665 / 0.000242 / 0.000175
Sequential: 0.0000364 / 0.000183 / 0.000147
[stage by stage]
step | hold slack [ns] | setup slack [ns] | area (um2)
floorplan | -2.99 | 3.55 | 2430
global placement | -2.94 | 2.70 | 2670
detailed placement | -2.94 | 2.65 | 2670
CTS | 0.119 | 1.66 | 3010
global route | 0.200 | 1.52 | 3010
finish | 0.101 | 1.63 | 3010
[worst register-to-register path, stage by stage (launching register included)]
cell	delay [ns]
dfrtp_1	0.38
dlygate4sd3_1	0.57
or4_4	0.53
or4_1	0.81
xnor2_1	0.24
ha_1	0.25
or4_1	0.41
mux2i_1	0.19
nor3_1	0.07
a221oi_1	0.21
[kinds of logic after synthesis]
family / Yosys count / share of synthesized area, %
adders and majority gates: 5 / 2.58
DFF: 41 / 42.3
buffers and inverters: 28 / 5.26
muxes: 10 / 4.54
other: 1 / 0.154
AOI/OAI and AO/OA: 63 / 17.0
and+or+nand+nor: 119 / 26.4
xor gates and xnor gates: 5 / 1.80
[worst max-delay path by stage]
stage / startpoint / to / slack, ns
4_1_cts: menos / C.rseg.Count[4] / 1.66
5_1_grt: menos / C.rseg.Count[4] / 1.52
6_report: menos / C.rseg.Count[4] / 1.63
[layer usage]
layer | up-vias | track usage [%] | wire (um) | part of all wire (%)
met3 | 4 | 4.29 | 180 | 3.4
li1 | 1058 | - | - | -
met4 | 0 | 4.46 | 63 | 1.2
met5 | - | 0 | 0 | 0
met2 | 37 | 25.9 | 2370 | 45
met1 | 1024 | 28.5 | 2640 | 50
[state kept, by name (all words and copies together) (netlist names)]
register / count
C.rseg.Count: 6
C.rhora.Count: 5
C.amin.Count: 6
C.aseg.Count: 6
C.stm.state: 12
C.rmin.Count: 6
[final cells by class]
type | count | share of cell area [%]
Timing Repair Buffer | 37 | 11.9
Tap cell | 75 | 3.11
Inverter | 8 | 0.996
Clock buffer | 17 | 7.10
Multi-Input combinational cell | 205 | 42.8
Sequential cell | 41 | 34.1
[Yosys cell counts, types with 2 or more instances]
library cell  count
buf_2             3
nor3_1           10
o221ai_1          2
buf_4             3
a31oi_1           4
xnor2_1           4
dfrtp_1          40
nor2_1           30
nor3b_1           4
mux2i_1           2
nor3_2            2
and2_1            2
o22ai_1           3
nand2b_1          2
nor4_1            7
nand3b_1          2
ha_1              5
o21ai_0          18
inv_1             8
o211ai_1          5
clkbuf_1         13
nor2b_1           7
nand2_1          20
nand3_1          12
and3_1            2
or4_1             4
a211oi_1          2
a21oi_1          10
or3_1             4
mux2_2            8
nand4_1           3
o21a_1            7
a211o_1           3
a221oi_1          2
[repair_timing]
| action | CTS | global route |
|---|---|---|
| hold buffers | 13 | 0 |
| endpoints found under the hold margin | 2 | 0 |
| buffers inserted | 0 | 0 |
Power and IR drop assume default switching activity.
